==> design/flow/design.v <==
`timescale 1ns/1ps
module alu(
           clk,            
           rst_n,          
           src1,           
           src2,           
           ALU_control,    
           result,         
           zero,           
           cout,           
           overflow        
           );
input           clk;
input           rst_n;
input  [32-1:0] src1;
input  [32-1:0] src2;
input   [4-1:0] ALU_control;
output [32-1:0] result;
output          zero;
output          cout;
output          overflow;
reg [32-1:0] result;
reg          overflow;
reg [2-1:0]  top_OP;
reg A_invert,B_invert;
reg zero;
reg cout;
wire [32-1:0] carry;
wire [32-1:0] w_result;
wire the_0;
wire set;
wire the_cout;
assign carry[0]=(ALU_control==4'b0110)? 1: (ALU_control==4'b0111)? 1: 0;
assign the_0=1'b0;
always@(*) 
begin
	case(ALU_control)
 		4'b0000: begin A_invert <= 0;B_invert <= 0;top_OP<= 2'b00;overflow=0;end
		4'b0001: begin A_invert <= 0;B_invert <= 0;top_OP<= 2'b01;overflow=0;end
		4'b0010: begin A_invert <= 0;B_invert <= 0;top_OP<= 2'b10;
 		if(src1[31] == src2[31]) overflow = (src1[31]^result[31]); end
		4'b0110: begin A_invert <= 0;B_invert <= 1;top_OP<= 2'b10;
 		if(src1[31] != src2[31]) overflow = (src1[31]^result[31]);end
		4'b1100: begin A_invert <= 1;B_invert <= 1;top_OP<= 2'b00;overflow=0;end
		4'b0111: begin A_invert <= 0;B_invert <= 1;top_OP<= 2'b11;overflow=0;end
	endcase
end
alu_top r0( .src1(src1[0]), .src2(src2[0]), .less(set), .A_invert(A_invert), .B_invert(B_invert),.cin(carry[0]), .operation(top_OP), .result(w_result[0]), .cout(carry[1]));
alu_top r1( .src1(src1[1]), .src2(src2[1]), .less(the_0), .A_invert(A_invert), .B_invert(B_invert),.cin(carry[1]), .operation(top_OP), .result(w_result[1]), .cout(carry[2]));
alu_top r2( .src1(src1[2]), .src2(src2[2]), .less(the_0), .A_invert(A_invert), .B_invert(B_invert),.cin(carry[2]), .operation(top_OP), .result(w_result[2]), .cout(carry[3]));
alu_top r3( .src1(src1[3]), .src2(src2[3]), .less(the_0), .A_invert(A_invert), .B_invert(B_invert),.cin(carry[3]), .operation(top_OP), .result(w_result[3]), .cout(carry[4]));
alu_top r4( .src1(src1[4]), .src2(src2[4]), .less(the_0), .A_invert(A_invert), .B_invert(B_invert),.cin(carry[4]), .operation(top_OP), .result(w_result[4]), .cout(carry[5]));
alu_top r5( .src1(src1[5]), .src2(src2[5]), .less(the_0), .A_invert(A_invert), .B_invert(B_invert),.cin(carry[5]), .operation(top_OP), .result(w_result[5]), .cout(carry[6]));
alu_top r6( .src1(src1[6]), .src2(src2[6]), .less(the_0), .A_invert(A_invert), .B_invert(B_invert),.cin(carry[6]), .operation(top_OP), .result(w_result[6]), .cout(carry[7]));
alu_top r7( .src1(src1[7]), .src2(src2[7]), .less(the_0), .A_invert(A_invert), .B_invert(B_invert),.cin(carry[7]), .operation(top_OP), .result(w_result[7]), .cout(carry[8]));
alu_top r8( .src1(src1[8]), .src2(src2[8]), .less(the_0), .A_invert(A_invert), .B_invert(B_invert),.cin(carry[8]), .operation(top_OP), .result(w_result[8]), .cout(carry[9]));
alu_top r9( .src1(src1[9]), .src2(src2[9]), .less(the_0), .A_invert(A_invert), .B_invert(B_invert),.cin(carry[9]), .operation(top_OP), .result(w_result[9]), .cout(carry[10]));
alu_top r10( .src1(src1[10]), .src2(src2[10]), .less(the_0), .A_invert(A_invert), .B_invert(B_invert),.cin(carry[10]), .operation(top_OP), .result(w_result[10]), .cout(carry[11]));
alu_top r11( .src1(src1[11]), .src2(src2[11]), .less(the_0), .A_invert(A_invert), .B_invert(B_invert),.cin(carry[11]), .operation(top_OP), .result(w_result[11]), .cout(carry[12]));
alu_top r12( .src1(src1[12]), .src2(src2[12]), .less(the_0), .A_invert(A_invert), .B_invert(B_invert),.cin(carry[12]), .operation(top_OP), .result(w_result[12]), .cout(carry[13]));
alu_top r13( .src1(src1[13]), .src2(src2[13]), .less(the_0), .A_invert(A_invert), .B_invert(B_invert),.cin(carry[13]), .operation(top_OP), .result(w_result[13]), .cout(carry[14]));
alu_top r14( .src1(src1[14]), .src2(src2[14]), .less(the_0), .A_invert(A_invert), .B_invert(B_invert),.cin(carry[14]), .operation(top_OP), .result(w_result[14]), .cout(carry[15]));
alu_top r15( .src1(src1[15]), .src2(src2[15]), .less(the_0), .A_invert(A_invert), .B_invert(B_invert),.cin(carry[15]), .operation(top_OP), .result(w_result[15]), .cout(carry[16]));
alu_top r16( .src1(src1[16]), .src2(src2[16]), .less(the_0), .A_invert(A_invert), .B_invert(B_invert),.cin(carry[16]), .operation(top_OP), .result(w_result[16]), .cout(carry[17]));
alu_top r17( .src1(src1[17]), .src2(src2[17]), .less(the_0), .A_invert(A_invert), .B_invert(B_invert),.cin(carry[17]), .operation(top_OP), .result(w_result[17]), .cout(carry[18]));
alu_top r18( .src1(src1[18]), .src2(src2[18]), .less(the_0), .A_invert(A_invert), .B_invert(B_invert),.cin(carry[18]), .operation(top_OP), .result(w_result[18]), .cout(carry[19]));
alu_top r19( .src1(src1[19]), .src2(src2[19]), .less(the_0), .A_invert(A_invert), .B_invert(B_invert),.cin(carry[19]), .operation(top_OP), .result(w_result[19]), .cout(carry[20]));
alu_top r20( .src1(src1[20]), .src2(src2[20]), .less(the_0), .A_invert(A_invert), .B_invert(B_invert),.cin(carry[20]), .operation(top_OP), .result(w_result[20]), .cout(carry[21]));
alu_top r21( .src1(src1[21]), .src2(src2[21]), .less(the_0), .A_invert(A_invert), .B_invert(B_invert),.cin(carry[21]), .operation(top_OP), .result(w_result[21]), .cout(carry[22]));
alu_top r22( .src1(src1[22]), .src2(src2[22]), .less(the_0), .A_invert(A_invert), .B_invert(B_invert),.cin(carry[22]), .operation(top_OP), .result(w_result[22]), .cout(carry[23]));
alu_top r23( .src1(src1[23]), .src2(src2[23]), .less(the_0), .A_invert(A_invert), .B_invert(B_invert),.cin(carry[23]), .operation(top_OP), .result(w_result[23]), .cout(carry[24]));
alu_top r24( .src1(src1[24]), .src2(src2[24]), .less(the_0), .A_invert(A_invert), .B_invert(B_invert),.cin(carry[24]), .operation(top_OP), .result(w_result[24]), .cout(carry[25]));
alu_top r25( .src1(src1[25]), .src2(src2[25]), .less(the_0), .A_invert(A_invert), .B_invert(B_invert),.cin(carry[25]), .operation(top_OP), .result(w_result[25]), .cout(carry[26]));
alu_top r26( .src1(src1[26]), .src2(src2[26]), .less(the_0), .A_invert(A_invert), .B_invert(B_invert),.cin(carry[26]), .operation(top_OP), .result(w_result[26]), .cout(carry[27]));
alu_top r27( .src1(src1[27]), .src2(src2[27]), .less(the_0), .A_invert(A_invert), .B_invert(B_invert),.cin(carry[27]), .operation(top_OP), .result(w_result[27]), .cout(carry[28]));
alu_top r28( .src1(src1[28]), .src2(src2[28]), .less(the_0), .A_invert(A_invert), .B_invert(B_invert),.cin(carry[28]), .operation(top_OP), .result(w_result[28]), .cout(carry[29]));
alu_top r29( .src1(src1[29]), .src2(src2[29]), .less(the_0), .A_invert(A_invert), .B_invert(B_invert),.cin(carry[29]), .operation(top_OP), .result(w_result[29]), .cout(carry[30]));
alu_top r30( .src1(src1[30]), .src2(src2[30]), .less(the_0), .A_invert(A_invert), .B_invert(B_invert),.cin(carry[30]), .operation(top_OP), .result(w_result[30]), .cout(carry[31]));
alu_last r31( .src1(src1[31]), .src2(src2[31]), .less(the_0), .A_invert(A_invert), .B_invert(B_invert),.cin(carry[31]), .operation(top_OP), .result(w_result[31]), .cout(the_cout),.set(set));
always@( posedge clk or negedge rst_n)
    if(rst_n == 0) result = 0;
    else begin
	cout=the_cout;
	result = w_result;
	zero = (result == 0) ? 1 : 0;
    end
endmodule
module alu_last(
               src1,        
               src2,        
               less,        
               A_invert,    
               B_invert,    
               cin,         
               operation,   
               result,      
               cout,        
               set
               );
input         src1;
input         src2;
input         less;
input         A_invert;
input         B_invert;
input         cin;
input [2-1:0] operation;
output        result;
output        cout;
output        set;
reg           result;
reg           cout;
reg           set;
reg a,b;
always@(*)begin
		a = src1 ^ A_invert; 
		b = src2 ^ B_invert;
		case (operation)
   		2'b00: begin result = a&b; cout = 1'b0; end
    		2'b01: begin result = a|b; cout = 1'b0; end
      		2'b10: begin result = a^b^cin; cout = a&b | a&cin | b&cin; end
      		2'b11: begin result = less; cout = 0; set = a^b^cin; end
		endcase
end
endmodule;
`timescale 1ns/1ps
module alu_top(
               src1,        
               src2,        
               less,        
               A_invert,    
               B_invert,    
               cin,         
               operation,   
               result,      
               cout        
               );
input         src1;
input         src2;
input         less;
input         A_invert;
input         B_invert;
input         cin;
input [2-1:0] operation;
output       result;
output        cout;
reg result;
reg cout;
reg a,b;
always@(*)begin
		a = src1 ^ A_invert; 
		b = src2 ^ B_invert;
		case (operation)
   		2'b00: begin result = a&b; cout = 1'b0; end
    		2'b01: begin result = a|b; cout = 1'b0; end
      		2'b10: begin result = a^b^cin; cout = a&b | a&cin | b&cin; end
      		2'b11: begin result = less; cout = a&b | a&cin | b&cin; end
		endcase
end
endmodule
==> design/flow/run.sh <==
#!/bin/bash
# OpenROAD 26Q1-2900-gdf79404cd8, Yosys 0.63+post, stock flow scripts
make -C /OpenROAD-flow-scripts/flow DESIGN_CONFIG=/design/flow/config.mk WORK_HOME=/design/flow/orfs finish
==> design/flow/config.mk <==
export PLATFORM = sky130hd
export DESIGN_NAME = alu
export DESIGN_NICKNAME = alu
export VERILOG_FILES = /design/flow/design.v
export SDC_FILE = /design/flow/constraint.sdc
export NUM_CORES = 4
export LEC_CHECK = 1
export CORE_UTILIZATION = 30
export SYNTH_HDL_FRONTEND = slang
==> design/flow/constraint.sdc <==
current_design alu

set clk_period 1.0
set clk_io_pct 0.2

create_clock -name clk0 -period $clk_period [get_ports {clk}]

set non_clock_inputs [all_inputs -no_clocks]
set_input_delay [expr $clk_period * $clk_io_pct] -clock clk0 $non_clock_inputs
set_output_delay [expr $clk_period * $clk_io_pct] -clock clk0 [all_outputs]
==> run_results.csv <==
group,metric,value,unit
placed_design,placed_cell_area,6750,sq um
final_timing,finalWorstSetupSlack,-16.26,ns
floorplanning,initCoreUtil,31.0,%
final_timing,setup_viol,36,
power,p_leak,0.00340,uW
final_timing,period_needed,17.26,ns
critical_path,crit_cells,71,
final_timing,slew_viol_final,0,
floorplanning,dieArea,15600,sq um
layout,areaGrowthSynthToFinish,52.4,%
layout,instances_no_fill,852,
synth,ys_warn_count,0,
critical_path,cp_max_fo,2,
final_timing,unclocked_regs,6,
floorplanning,die_y,125,microns
run,warning_count,92,
final_timing,finalClockPeriodUsage,1730,%
critical_path,end_kind,"register",
routing,viasPerCell,4.28,
critical_path,critPathLaunchType,"primary input",
critical_path,crit_path_max_incr_delay,0.53,ns
global_routing,grt-ovfl-total,0,
routing,drc_errors,2,
synth,synth_flops,40,
critical_path,crit_family,"adder cells",
run_status,status,"complete, but fails checks",
placed_design,dp_cells,833,
global_routing,grt_max_degree,64,
power,switchingPower,1590,uW
global_routing,gr-usage-all-layers,15.0,%
placed_design,hpwlAfterDp,8150,microns
power,seq_power_share,28.1,%
synth,syn-cell-area,4540,sq um
layout,layout_top_cell,"buf_4",
global_routing,grt_pass1_vias,3695,
final_timing,slew_headroom,45.1,%
critical_path,cp_slowest_cell,"fa_1",
critical_path,crit_arrival,17.41,ns
clock_tree,h-tree-depth,2,
routing,antenna_left,0,
layout,final_cell_mix,"buf_4 (106), inv_1 (67), ha_1 (64), clkdlybuf4s50_1 (64), xor2_1 (62)",
synth,ys_cells,474,
routing,first_pass_iters,53,
critical_path,worstPathRequired,1.15,ns
power,p_per_area,808,nW/um^2
routing,routed-via-count,3646,
final_timing,hold_viol,0,
floorplanning,core_area,14600,sq um
routing,totalWireLength,10900,microns
synth,syn_area_per_cell,9.57,sq um
power,p_int,3990,uW
layout,drive_gt1_share,37.0,%
synth,yosysUniqueCellTypes,37,
critical_path,critPathBufInv,2,
power,switching_share,28.5,%
placed_design,portBuffers,104,
final_timing,setup_tns,-285.25,ns
power,pwr-share-clk,31.8,%
placed_design,dp_worst_setup_slack,-17.11,ns
critical_path,crit_type,"in2reg",
clock_tree,cts-root-buf,"clkbuf_16",
final_timing,rsz0062_at_grt,"true",
clock_tree,cts_tree,"yes",
power,peakVddDrop,0.754,mV
global_routing,grt_antenna_before_repair,1,
placed_design,routabilityCongestion,0.811,
run,cap_viol_max_count,0,
final_timing,untimed_endpoints,7,
min_path,hold_path.class,"in2reg",
global_routing,grt_pass1_wl,18400,microns
floorplanning,die_w,125,microns
synth,ys_area,4540,sq um
clock_tree,clk_pin_slew,0.06,ns
clock_tree,cts_buffers,5,
run_status,violations,"design-rule violations, negative setup slack",
final_timing,tightestPinTransition,0.824,ns
min_path,worst_hold_path.num_cells,1,
routing,drt_iter0_drc,186,
routing,wl_per_cell,12.8,microns
synth,syn_inst,474,
layout,final_cell_area,6910,sq um
floorplanning,ioPinCount,105,
layout,utilization,47.2,%
floorplanning,rows,44,
clock_tree,clk_path_buf_depth,2,
power,power_frac_comb,40.1,%
final_timing,max_freq,0.0579,GHz
## final cells by class
cell class / count / area [sq um]
clock buffers: 6 / 129
flip-flops and latches: 40 / 951
well taps: 184 / 230
repair buffers: 212 / 1680
fillers: 1294 / 7730
inverters: 78 / 293
clock inverters: 2 / 37.5
multi-input cells: 329 / 3590
diodes: 1 / 2.50
## repair_timing
action / 4_1_cts / 5_1_grt
pin swaps: 38 / 30
endpoints found under the setup margin: 68 / 45
hold buffers: 1 / 0
hold endpoints to repair: 32 / 0
gates resized: 137 / 15
setup buffers: 14 / 6
## Yosys cell counts
library cell,instances,area [sq um]
or2b_1,1,7.51
xor2_1,65,569
nand2b_1,34,213
o32ai_1,1,8.76
or4_1,5,37.5
dlxtp_1,5,75.1
mux4_2,1,22.5
dlxtn_1,1,15.0
nor3b_1,1,7.51
ha_1,64,801
o21ai_1,2,10.0
o21a_1,1,7.51
buf_1,6,22.5
edfxtp_1,2,60.1
a211o_1,1,8.76
o31ai_1,1,7.51
clkbuf_1,10,37.5
o221ai_1,1,8.76
buf_6,3,33.8
o22ai_1,12,75.1
inv_1,78,293
and4_1,1,8.76
nor2_1,2,7.51
nor2b_1,43,269
nand2_1,3,11.3
mux2i_1,10,100
o21ai_0,20,100
buf_2,6,30.0
dfrtp_1,32,801
nor4_1,4,25.0
xnor2_1,3,26.3
a311oi_1,1,8.76
and2_1,1,6.26
a211oi_1,1,7.51
buf_4,2,15.0
o31a_1,18,158
fa_1,32,641
## power by group through the flow
stage,combinational (uW),sequential [uW],clock [uW]
4_1_cts,2230,1570,1840
5_1_grt,2520,1580,1920
6_report,2240,1570,1780
## per-layer routing
metal,up-vias,part of all wire [%],track usage [%]
li1,1850,-,-
met1,1718,46,21.7
met2,74,48,25.0
met3,4,5.6,2.66
met4,0,0.54,1.29
met5,-,0,0
## path summary, 6_finish.rpt
check                         from         end  slack, ns
min in group asynchronous    rst_n  result[31]       0.51
max                        src1[0]        zero     -16.26
min                          rst_n        zero       0.17
max in group asynchronous    rst_n  result[30]       0.22
## through the flow
stage,power [uW],hold WS (ns)
CTS,5640,0.164
detailed placement,3830,0.231
floorplan,2630,-0.0956
global placement,3800,0.214
finish,5590,0.171
global route,6020,0.161
## flip-flops by register name, indices dropped and copies added (netlist names)
name      flops
top_OP        2
A_invert      1
cout          1
zero          1
r31.set       1
overflow      1
result       32
B_invert      1
## kinds of logic after synthesis
family	share of synthesized area (%)
muxes	2.70
adders and majority gates	31.8
latches	1.99
AOI/OAI and AO/OA	8.83
buffers and inverters	9.52
and+or+nand+nor	13.1
DFF	19.0
xor gates and xnor gates	13.1
Power and IR drop assume default switching activity.
